==> run.sh <==
#!/bin/bash
# OpenROAD 26Q1-2900-gdf79404cd8, Yosys 0.63+post, stock flow scripts
make -C /OpenROAD-flow-scripts/flow DESIGN_CONFIG=/design/flow/config.mk WORK_HOME=/design/flow/orfs finish
==> config.mk <==
export PLATFORM = sky130hd
export DESIGN_NAME = keypad
export DESIGN_NICKNAME = keypad
export VERILOG_FILES = /design/flow/design.v
export SDC_FILE = /design/flow/constraint.sdc
export NUM_CORES = 4
export LEC_CHECK = 1
export CORE_AREA = 10 10 70 70
export DIE_AREA = 0 0 80 80
==> constraint.sdc <==
current_design keypad

set clk_period 1.7
set clk_io_pct 0.2

create_clock -name clk0 -period $clk_period

set non_clock_inputs [all_inputs -no_clocks]
set_input_delay [expr $clk_period * $clk_io_pct] -clock clk0 $non_clock_inputs
set_output_delay [expr $clk_period * $clk_io_pct] -clock clk0 [all_outputs]
==> design.v <==
`timescale 1 ns / 1 ns
module keypad #(parameter cols_count=4, parameter rows_count=4)
                (input [cols_count-1:0]col,input [3:0]keyPressed,input valid, 
                 output wire[rows_count-1:0] row );
  assign  row[0] = ((col == 4'd1 && keyPressed == 4'd12) || (col == 4'd2 && keyPressed == 4'd13) || (col == 4'd4 && keyPressed == 4'd14) || (col == 4'd8 && keyPressed == 4'd15)) && valid;
  assign  row[1] = ((col == 4'd1 && keyPressed == 4'd8) || (col == 4'd2 && keyPressed == 4'd9) || (col == 4'd4 && keyPressed == 4'd10) || (col == 4'd8 && keyPressed == 4'd11)) && valid; 
  assign  row[2] = ((col == 4'd1 && keyPressed == 4'd4) || (col == 4'd2 && keyPressed == 4'd5) || (col == 4'd4 && keyPressed == 4'd6) || (col == 4'd8 && keyPressed == 4'd7)) && valid; 
  assign  row[3] = ((col == 4'd1 && keyPressed == 4'd0) || (col == 4'd2 && keyPressed == 4'd1) || (col == 4'd4 && keyPressed == 4'd2) || (col == 4'd8 && keyPressed == 4'd3)) && valid; 
endmodule
==> impl_metrics.tcl <==
# collected from the flow reports
set metrics [dict create \
    startpoint_type "primary input" \
    io-pin-count 13 \
    hold_class "primary input to output port" \
    finalCritPeriodShare 0.964 \
    power.density_nw_per_um2 112 \
    io_buffers 13 \
    drtAntennaViolNets 0 \
    p_leak_nw 0.132 \
    clkbuf_count 0 \
    dr.pass1.iters 2 \
    routed_via_density 2.54 \
    tightest_slew_ns 0.209 \
    setup_viol 0 \
    dr.first_iter.drc_count 1 \
    die-width_um 80 \
    track_usage 0.0159 \
    required_ns 1.36 \
    ir_drop_uv 10.1 \
    syn_inst 17 \
    antenna_found_initial 0 \
    grt_pass1_wl_um 862 \
    grt_max_degree 5 \
    wl_per_cell_um 7.60 \
    top_cells_by_count "3 x a21oi_1, 2 x nand2_1, 2 x nor2_1" \
    status "complete, no violations" \
    top_cell "a21oi_1" \
    power_mw 0.0385 \
    tool_warnings 32 \
    rows 21 \
    final_max_slew_viol_count 0 \
    yosysWarnings 0 \
    yosys_cells 17 \
    netlist_area_um2 116 \
    min_period_ns 1.64 \
    grt_pass1_vias 182 \
    final_cells 83 \
    crit_type "primary input to output port" \
    die_area_um2 6400 \
    cap_viol_max_count 0 \
    grt_overflow 0 \
    wl_um 631 \
    core_area_um2 3420 \
    dp_hpwl_um 490 \
    setup_tns_ns 0 \
    synth_cell_types 13 \
    postLayoutCellArea_um2 344 \
    regArea_um2 0 \
    largest_area_cell "a21oi_1" \
    synth_top_area_share 0.129 \
    fillers 406 \
    dp_cells 76 \
    globalplace.congestion 0.741 \
    max_freq_ghz 0.610 \
    avgSynthCellArea_um2 6.84 \
    syn2layout_area_growth_pct 196 \
    slew_headroom 0.860 \
    place_area_um2 304 \
    min-delay-start "keyPressed[3]" \
    ys_chip_area_um2 116 \
    flops 0 \
    num_vias 211 \
    finalHoldViolCount 0 \
    die_y_um 80 \
    post-place-ws_ns -0.559 \
    fp-utilization 0.0341 \
    crit_path_start "keyPressed[0]" \
    setup_slack_ns 0.0607 \
    n_antenna_cell 0 \
    drc 0 \
    cp-end-kind "output port" \
    top_cells_by_area "a21oi_1 13%, a211oi_2 11%, nor3b_2 11%" \
    drive_above_1_share 0.676 \
    crit_arrival_ns 1.30 \
    yosysSeqAreaShare 0 \
    cp_max_fo 4 \
]
==> metal layers <==
layer / vias to the layer above / global-route usage / share of wire
met5: - / 0 / 0
met4: 0 / 0 / 0
met3: 0 / 0.00568 / 0.11
met2: 8 / 0.0289 / 0.47
met1: 97 / 0.0185 / 0.41
li1: 106 / - / -
==> path summary, 6_finish.rpt <==
check	end	slack, ns	cells after the start
max	row[3]	0.06	6
min	row[2]	1.11	3
==> power by group <==
part	total [mW]	leakage, nW	internal, mW	switching [mW]
registers	0	0	0	0
logic	0.0385	0.132	0.0198	0.0187
clock network	0	0	0	0
==> per-stage QoR <==
step                utilization  hold slack (ns)
floorplan                     -            0.691
detailed placement       0.0890             1.68
global route              0.101             1.14
CTS                       0.103             1.11
global placement         0.0890             1.68
finish                    0.101             1.11
==> layout by cell type (no fill, tap or decap), drive strengths merged <==
| cell type | n |
|---|---|
| buf | 11 |
| clkbuf | 4 |
| dlygate4sd2 | 4 |
| a21oi | 3 |
| nor3b | 2 |
| nor2 | 2 |
| nand2 | 2 |
| and3b | 2 |
| nor3 | 1 |
| o21ai | 1 |
| o211ai | 1 |
| nand3 | 1 |
| nand3b | 1 |
| a211oi | 1 |
| clkdlybuf4s15 | 1 |
==> final cells by class <==
type / count / area [µm²] / share of cell area
tap: 46 / 57.6 / 0.167
multi-input combinational: 17 / 149 / 0.433
timing repair buffer: 20 / 138 / 0.400
==> logic make-up after synthesis <==
| kind of cell | Yosys count | share of synthesized area |
|---|---|---|
| compound gates | 6 | 0.387 |
| simple gates | 11 | 0.613 |
==> worst max-delay path, cell delays in order <==
cell and delay [ns]:
buf_2 0.13, and3b_1 0.19, o211ai_2 0.21, buf_4 0.16, a21oi_2 0.04, dlygate4sd2_1 0.23
==> what timing repair did <==
| action | in CTS | in global routing |
|---|---|---|
| hold buffers | 0 | 0 |
| setup buffers | 5 | 2 |
| endpoints found under the setup margin | 4 | 4 |
| pin swaps | 10 | 4 |
| gates resized | 30 | 9 |
Power is estimated from default activity; no workload was simulated.
