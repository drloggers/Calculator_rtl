==> design/flow/design.v <==
module BCD2seg7 (input [3:0] bcd,
                 output reg [7:0]leds);
	always @(bcd)
		case (bcd)      
			4'h0: leds = 8'b0111_1110;
	   		4'h1: leds = 8'b0011_0000;
			4'h2: leds = 8'b0110_1101;
			4'h3: leds = 8'b0111_1001;
			4'h4: leds = 8'b0011_0011;
			4'h5: leds = 8'b0101_1011;
			4'h6: leds = 8'b0101_1111;
			4'h7: leds = 8'b0111_0000;
			4'h8: leds = 8'b0111_1111;
			4'h9: leds = 8'b0111_1011;
			4'ha: leds = 8'b0100_1111;   
			4'hb: leds = 8'b0000_0101;   
			default: leds = 8'b0000_0000;
		endcase
endmodule
module display #(parameter BCDdigits = 2)(input [BCDdigits*4*2-1:0] display_data,
                                          output wire [7:0]seven_seg_data1,seven_seg_data2,seven_seg_data3,seven_seg_data4);
 BCD2seg7 disp1(.bcd(display_data[15:12]),.leds(seven_seg_data1));
 BCD2seg7 disp2(.bcd(display_data[11:8]),.leds(seven_seg_data2));
 BCD2seg7 disp3(.bcd(display_data[7:4]),.leds(seven_seg_data3));
 BCD2seg7 disp4(.bcd(display_data[3:0]),.leds(seven_seg_data4));
endmodule
==> design/flow/run.sh <==
#!/bin/bash
# OpenROAD 26Q1-2900-gdf79404cd8, Yosys 0.63+post, stock flow scripts
make -C /OpenROAD-flow-scripts/flow DESIGN_CONFIG=/design/flow/config.mk WORK_HOME=/design/flow/orfs finish
==> design/flow/config.mk <==
export PLATFORM = sky130hd
export DESIGN_NAME = display
export DESIGN_NICKNAME = display
export VERILOG_FILES = /design/flow/design.v
export SDC_FILE = /design/flow/constraint.sdc
export NUM_CORES = 4
export LEC_CHECK = 1
export CORE_AREA = 10 10 70 70
export DIE_AREA = 0 0 80 80
==> design/flow/constraint.sdc <==
current_design display

set clk_period 1.0
set clk_io_pct 0.2

create_clock -name clk0 -period $clk_period

set non_clock_inputs [all_inputs -no_clocks]
set_input_delay [expr $clk_period * $clk_io_pct] -clock clk0 $non_clock_inputs
set_output_delay [expr $clk_period * $clk_io_pct] -clock clk0 [all_outputs]
==> out/results.txt <==
Seq share, synth -> 0
Hold Slack -> 0.651 ns
Dpl ws -> -1.06 ns
Critical Path Fanout Max -> 3
Placement Rows -> 21
Layout Cells excl Fill -> 245
DRC viols -> 0
Routed WL -> 3.40 mm
Startpoint types -> input pin
Vias/cell -> 4.57
Pre-Place Util -> 0.255
CP arrival -> 1.04 ns
Initial antenna violation count -> 0
Top cells by area -> ha_1 (34%), inv_1 (9.0%), o21ai_0 (8.6%)
Fmax -> 0.807 GHz
DRT antenna net count -> 0
Routed vias -> 1120
Top area contributor share -> 0.344
DRT Pass-1 Iters -> 4
Hold Crit Class -> in -> out
Final HPWL DP -> 2.18 mm
First-pass GRT wire length -> 5.27 mm
Power per Cell Area -> 400 nW/um^2
Flops -> 0
DP Cell Count -> 232
Ys cells -> 130
Post-Syn Instances -> 130
Hold Path End -> seven_seg_data2[5]
Cell Type Count -> 21
Largest net degree at the start of global routing -> 11
Peak VDD IR -> 0.187 mV
Worst setup EP type -> primary output
Grt total ovfl -> 0
Vias in the first global route -> 1105
Setup violations, final -> 27
Chip area -> 6400 sq um
Final period util -> 1.24
Hold Crit Start -> display_data[11]
IO Count -> 48
Fill count -> 241
Final slew viol count -> 0
Placed Instance Area -> 1470 sq um
Status -> complete, but fails checks
Mapped Avg Cell Area -> 6.71 sq um
Clkbuf count -> 0
Failing checks -> setup timing
RSZ-0062 raised after global routing -> yes
Syn-to-layout area delta -> 139%
Cell Area, Synth -> 872 sq um
Leak -> 0.933 nW
Die width -> 80 um
Ys Warns -> 1
Reg area -> 0 sq um
Area reported by Yosys stat -> 872 sq um
Final Hold Vio Count -> 0
Fin area -> 2080 sq um
Buffers added on ports -> 44
Die Ht -> 80 um
Gpl congestion -> 0.821
Critical path class -> in -> out
Worst EP required -> 0.80 ns
Largest area contributor in the netlist -> ha_1
Pwr Total -> 0.833 mW
Core Footprint -> 3420 sq um
Layout cells sized above 1 -> 0.739
Tally of OpenROAD warnings -> 54
Max capacitance violation total -> 0
WHS Path Cells -> 3
ANT cells -> 0
Crit path time final -> 1.24 ns
Drt first-iter violations -> 34
All-Layer GR Usage -> 0.0947
Routed len/inst -> 13.9 um
Final critical-path setup slack -> -0.240 ns
## metrics by stage
step                      utilization  setup TNS, ns
after detailed placement        0.430         -27.47
final                           0.610          -3.64
after CTS                       0.559          -3.41
after floorplan                     -              0
after global placement          0.430         -27.22
after global routing            0.610          -4.71
## cell families (layout without fill, tap and decap cells)
logic type / Yosys count / in the layout / synth area share
compound gates: 45 / 45 / 0.316
xor+xnor: 2 / 2 / 0.0201
fa+ha+maj: 24 / 24 / 0.344
buf+inv: 33 / 99 / 0.176
other cells: 1 / 4 / 0.00430
simple gates: 25 / 25 / 0.139
## timing repair
item,CTS,global route
endpoints found under the setup margin,28,28
gates resized,304,36
buffers inserted,13,1
hold buffers,0,0
pin swaps,39,21
endpoints found under the hold margin,0,0
## cells in the mapped netlist
cell / n
a21oi_1: 8
inv_1: 21
xnor2_1: 2
and2_1: 1
o31a_1: 3
o21a_1: 1
o21bai_1: 1
o22ai_1: 9
buf_6: 1
a211o_1: 2
buf_2: 6
buf_4: 4
nor2_1: 11
a21o_1: 6
ha_1: 24
o21ai_0: 15
nand2b_1: 6
nand2_1: 3
clkbuf_1: 1
conb_1: 1
nor2b_1: 4
## how the worst max path moves through the flow
stage	from	endpoint	depth (start not counted)
final	display_data[1]	seven_seg_data4[3]	6
after CTS	display_data[0]	seven_seg_data4[3]	6
after global routing	display_data[13]	seven_seg_data1[6]	6
## cell type report
class / count / area (sq um) / area share
well taps: 46 / 57.6 / 0.0276
multi-input cells: 100 / 1180 / 0.567
repair buffers: 78 / 696 / 0.334
inverters: 21 / 149 / 0.0715
## layer usage
layer / track usage / up-vias / wire length [um] / share of wire
li1: - / 562 / - / -
met1: 0.128 / 525 / 1620 / 0.48
met5: 0 / - / 0 / 0
met2: 0.157 / 33 / 1590 / 0.47
met3: 0.0227 / 0 / 197 / 0.058
met4: 0 / 0 / 0 / 0
## critical path, stage by stage
cell     delay (ns)
buf_8          0.10
buf_6          0.12
ha_4           0.16
a211o_1        0.26
o21ai_1        0.08
buf_2          0.11
## cell usage in the layout, fill, tap and decap left out, drive strengths merged
master          n
o21ai          15
o21bai          1
nor2b           4
clkdlybuf4s15   1
nand2b          6
a21oi           8
a21o            6
inv            18
clkbuf          1
ha             24
nor2           11
o31a            3
buf            76
nand2           3
o21a            1
xnor2           2
a211o           2
clkinv          3
and2            1
conb            4
o22ai           9
## power by group
group	switching, mW	internal (mW)
clock network	0	0
logic	0.364	0.469
registers	0	0
No activity file was given, so power comes from the tool's default toggle rates.
